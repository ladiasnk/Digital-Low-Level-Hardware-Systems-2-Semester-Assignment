### /design/flow/design.v
module up_down_16bit_counter(input clk,count_enb,updn_cnt,rst,ld_cnt,
input logic [15:0] data_in,output logic [15:0] data_out);
always_ff@(posedge clk,negedge rst) begin
if (!rst) data_out <= 16'b0;    
else begin
   if(!ld_cnt) data_out<=data_in;  
   else if (count_enb) begin         
         if(updn_cnt)  data_out<=data_out+1;  
         else      data_out<=data_out-1;  
   end
end
end
endmodule 
### /design/flow/run.sh
#!/bin/bash
# OpenROAD 26Q1-2900-gdf79404cd8, Yosys 0.63+post, stock flow scripts
make -C /OpenROAD-flow-scripts/flow DESIGN_CONFIG=/design/flow/config.mk WORK_HOME=/design/flow/orfs finish
### /design/flow/config.mk
export PLATFORM = sky130hd
export DESIGN_NAME = up_down_16bit_counter
export DESIGN_NICKNAME = up_down_16bit_counter
export VERILOG_FILES = /design/flow/design.v
export SDC_FILE = /design/flow/constraint.sdc
export NUM_CORES = 4
export LEC_CHECK = 1
export CORE_AREA = 10 10 92 92
export DIE_AREA = 0 0 102 102
### /design/flow/constraint.sdc
current_design up_down_16bit_counter

set clk_period 3.5
set clk_io_pct 0.2

create_clock -name clk0 -period $clk_period [get_ports {clk}]

set non_clock_inputs [all_inputs -no_clocks]
set_input_delay [expr $clk_period * $clk_io_pct] -clock clk0 $non_clock_inputs
set_output_delay [expr $clk_period * $clk_io_pct] -clock clk0 [all_outputs]
==> results.ini <==
[global_routing]
grt_pass1_wl_um=6580
grt.overflow.total=0
grtUsageTotal=0.0769
grt_max_degree=24
antenna_found_initial=0
grt_pass1_vias=1369

[worst_setup_path]
crit_path_top_delay_cell=clkdlybuf4s50_1
critPathKind=input port to flop
cp-end-kind=flop
startpoint_type=input port
r2r-end=data_out[8]$_DFFE_PN0P_
cp.required_ps=3670
cp_data_arrival_time_ps=3120
path_max_fanout=9
cp_cell_sequence=clkdlybuf4s50_1 > inv_1 > buf_4 > ha_1 > a21oi_1 > o21ai_0 > a211oi_1 > o21ai_0 > xnor2_1 > o21ai_0
crit_top_cell=o21ai_0
reg2regPathDepth=9
crit_buf_inv=3
ff2ff_setup_slack_ps=1360
crit_family=AND-OR/OR-AND gates
r2r-start=data_out[0]$_DFFE_PN0P_
slowest_delay_ps=480

[placement]
place_inst=277
place_congestion=0.922
io_buffers=36
placed_cell_area_um2=1920
dpl.hpwl_um=3080
dp_slack_ps=328

[synthesis]
synth.comb.largest_family=AND-OR/OR-AND gates
fa_ha_area_frac=0.133
synthMuxAreaShare=0.0624
netlist_instances=166
synthArstFlopShare=1.00
ff_type=dfrtp_1
avgSynthCellArea_um2=8.82
ys_cells=166
ys_chip_area_um2=1460
edf_count=0
ys_seq_elements=16
synth_cell_types=44
syn_area_um2=1460
ys_sh_aoi=0.255
ys_seq_share=0.274
xor_area_frac=0.0718
ys_sh_simple=0.172
yosysWarnings=1

[clocking]
cts_tree=built
cts_hold_buf=0
root_buffer=clkbuf_8
htree_levels=1
path_clk_slew_ps=70
clock-sinks=16
worstSkewPairLatency_ps=250
clock_path_buffers=2
cts_resized=0
post_cts_buffers=0
cts_buffers=3

[layout]
final_cell_count_no_fill=281
lay_top_cells=36 x clkdlybuf4s50_1, 17 x a21oi_1, 16 x dfrtp_1
largest_register_ffs=16
layout_top_cell=clkdlybuf4s50_1
largest_register=data_out
reg_top3=data_out x16
drive_gt1_frac=0.0735
area_growth_syn_to_layout_pct=34.8
fin_area_um2=1970

[run]
warnings=25
max_cap_violations=0

[power_and_ir_drop]
powerDensity_nw_per_um2=459
p_leak_nw=0.854
ir_worst_vdd_mv=0.235

[die]
fp.dieH_um=102
die_x_um=102
ios=37
fp.dieArea_um2=10400
coreArea_um2=6460
rows=29
fp_util=0.227

[final_timing]
fmax_mhz=339
slew_headroom=0.490
fin_skew_ps=2.33
min_period_ps=2950
rsz0062_at_grt=no
hold_violations=0
timing.final.ws_setup_ps=553
period_used_share=0.842
tightest_slew_ps=763
report.final.slew_viol_count=0
setup-violations-final=0
setup_tns_ps=0
worst_hold_slack_ps=548

[hold_path]
hold_class=flop to flop
whs_endpoint=data_out[11]$_DFFE_PN0P_
hold-path-cell-count=2
worstHoldStart=data_out[11]$_DFFE_PN0P_

[detailed_routing]
drtIter0Drc=68
route.vias.total=1361
postRouteAntennaNets=0
drc=0
wl_per_cell_um=14.0
wl_um=3920
antenna-diode-count=0
drtPass1Iterations=4
routed_via_density=4.84

[outcome]
status=finished clean

## cell usage after synthesis, drive strengths merged (3+ instances only)
cell type,instances,area (um^2)
xor2,3,26.3
ha,14,175
o21ai,13,65.1
nand2,9,33.8
inv,6,22.5
xnor2,9,78.8
a21oi,17,85.1
buf,4,21.3
a21o,8,61.3
nand3,3,20.0
nand4,5,31.3
a22oi,5,37.5
dfrtp,16,400
nand2b,3,18.8
and2,3,18.8
nor2,14,52.6
mux2i,8,80.1
## stage by stage
stage                util  power (mW)
floorplan               -       0.569
global route        0.306       0.981
finish              0.306       0.905
global placement    0.297       0.741
detailed placement  0.297       0.739
CTS                 0.306       0.918
## routing by layer
metal  share of wire  vias to the layer above  GRT usage  wire [um]
li1                -                      697          -          -
met1            0.49                      621      0.108       1930
met2            0.41                       39      0.117       1590
met3           0.096                        4     0.0279        377
met4          0.0061                        0    0.00542         24
met5               0                        -          0          0
## worst max path at each step
stage	from	endpoint	cells after the start	slack, ps
5_1_grt	updn_cnt	data_out[14]$_DFFE_PN0P_	10	340
6_report	updn_cnt	data_out[14]$_DFFE_PN0P_	10	550
4_1_cts	updn_cnt	data_out[14]$_DFFE_PN0P_	10	590
## layout make-up
cell class	count	area (um^2)
Inverter	6	22.5
Multi-Input combinational cell	139	1020
Tap cell	77	96.3
Sequential cell	16	400
Clock buffer	4	55.1
Fill cell	667	4490
Timing Repair Buffer	39	383
## worst register-to-register path, cell delays in order (launching register included)
cell      delay [ps]
dfrtp_1          410
inv_1             80
fa_1             460
nor2b_4          140
nor3_2            50
o21bai_1         210
a21o_2           190
a31o_4           170
mux2i_1           70
a221o_1          260
## cell families after synthesis
family	after synthesis
DFF	16
muxes	9
adders and majority gates	15
and+or+nand+nor	47
buffers and inverters	11
xor gates and xnor gates	12
AOI/OAI and AO/OA	56
## power breakdown
part           total, mW  internal, mW  switching (mW)
Combinational      0.483         0.258           0.225
Sequential         0.252         0.220          0.0325
Clock              0.169        0.0999          0.0696
Power is estimated from default activity; no workload was simulated.
